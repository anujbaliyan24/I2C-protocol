### flow/run.sh
#!/bin/bash
# OpenROAD 26Q1-2900-gdf79404cd8, Yosys 0.63+post, stock flow scripts
make -C /OpenROAD-flow-scripts/flow DESIGN_CONFIG=/design/flow/config.mk WORK_HOME=/design/flow/orfs finish
### flow/config.mk
export PLATFORM = sky130hd
export DESIGN_NAME = clk_generation
export DESIGN_NICKNAME = clk_generation
export VERILOG_FILES = /design/flow/design.v
export SDC_FILE = /design/flow/constraint.sdc
export NUM_CORES = 4
export LEC_CHECK = 1
export CORE_AREA = 10 10 108 108
export DIE_AREA = 0 0 118 118
### flow/constraint.sdc
current_design clk_generation

set clk_period 5.2
set clk_io_pct 0.2

create_clock -name clk0 -period $clk_period [get_ports {ref_clk}]

set non_clock_inputs [all_inputs -no_clocks]
set_input_delay [expr $clk_period * $clk_io_pct] -clock clk0 $non_clock_inputs
set_output_delay [expr $clk_period * $clk_io_pct] -clock clk0 [all_outputs]
### flow/design.v
`timescale 1ns/1ps
module clk_generation(input ref_clk,input [1:0]clk_state,output reg clk10us);
  integer count;
  localparam count_upto=10000/2;  
  localparam idle0=2'b00;            
  localparam idle1=2'b11;            
  localparam counting=2'b01;         
  localparam count_restart=2'b10;    
  wire [1:0]state;
  always@(posedge ref_clk) begin
        casex(clk_state)
          count_restart: begin count<=0; clk10us<=1; end
          counting: begin 
                        if(count==count_upto) begin
                          count<=0; clk10us<=~clk10us;
                        end 
                        else 
                          count<=count+1; 
                  end
          idle0: clk10us<=0;
          idle1: clk10us<=1;
        endcase
    end
endmodule
==> flow_summary.toml <==
# synthesis and place-and-route metrics
[logic_synthesis]
syn_inst = 196
common_cells = "edfxtp_1 (33), a21oi_1 (20), o31ai_1 (16), or4_1 (16), nor2_1 (13)"
netlist_area_sq_mm = 0.002021
ys_types = 30
synth-seq-cells = 33
edf_count = 33
async_reset_ff_frac = 0
synthTopCellsByArea = "edfxtp_1 (49%), o31ai_1 (5.9%), or4_1 (5.9%)"
ys_seq_frac = 0.4904
top_cell_area_share = 0.4904
most_common_cell = "edfxtp_1"
ys_cells = 196
ff_type = "edfxtp_1"
yosys_area_sq_mm = 0.002021
yosysTopAreaCell = "edfxtp_1"
ys_warn_count = 1
avgSynthCellArea_sq_um = 10.31

[clocking]
cts_resized = 0
clock_latency_ns = 0.29
cts_hold_buffers = 0
clock_sinks = 33
htreeDepth = 2
cts-root-buf = "clkbuf_8"
cts_tree = "yes"
clock_path_buffers = 2
clk_pin_slew_worst_paths_ns = 0.07
cts_made_buffers = 5
post_cts.repair.setup_buffers = 0

[floorplan]
die_y_um = 118
rows = 35
io_pins = 4
fp_util = 0.2177
chipArea_sq_mm = 0.01392
coreArea_sq_mm = 0.009284
die_w_um = 118

[timing]
period_needed_ns = 2.384
fin_tns_setup_ns = 0
hold_viol = 0
finClkSkew_ns = 0.006081
max_freq_mhz = 419.5
setup_viol = 0
fin_crit_sh = 0.4584
rsz0062_at_grt = "false"
worst_pin_slew_ns = 0.6877
maxSlewViolCount = 0
slew_headroom = 0.5404

[route]
drt-wirelength-per-cell_um = 12.20
viasPerCell = 4.685
wirelength_um = 3989
route.vias.total = 1532
dr.first_iter.drc_count = 146
drtAntennaViolNets = 0
antennaDiodeCount = 0
post-route-drc-count = 0
dr.pass1.iters = 4

[run]
cap_violations = 0
warnings = 31

[placement]
dp_hpwl_um = 2591
io_buffers = 3
place_congestion = 0.8102

[global_route]
grt_max_degree = 34
grt_antenna_before_repair = 0
grt_pass1_vias = 1461
grt_usage = 0.05649
grt_pass1_wl_um = 6789
grt_overflow = 0

[worst_setup_path]
start_kind = "primary input"
critPathKind = "in -> reg"
cp-end-kind = "register"
required_ns = 5.14
arrival_ns = 2.32
worstPathMaxFanout = 32
worstReg2RegStart = "count[14]"
crit_start = "clk_state[0]"

[power_and_ir_drop]
peakVddDrop_mv = 0.1894
power.density_mw_per_mm2 = 262.3
leakage_nw = 0.6755

[cells_and_area]
layout-area-overhead-vs-synth_pct = 12.32
drive_above_1_share = 0.08081
final_util = 0.2445

[hold_path]
hp-class = "reg -> reg"
min_from = "clk10us"

[run_status]
outcome = "completed"
==> worst paths after layout <==
| kind | slack [ns] | to | cells past startpoint |
|---|---|---|---|
| worst max register to register | 2.94 | count[31] | 4 |
| worst max-delay path | 2.82 | count[11] | 4 |
| worst min-delay path | 0.59 | clk10us | 1 |
| worst min register to register | 0.59 | clk10us | 1 |
==> metal layers <==
metal / global-route usage / wire, um
met3: 0.01410 / 167
met1: 0.07491 / 1879
met4: 0.005410 / 25
met5: 0 / 0
met2: 0.09476 / 1916
==> worst max-delay path: stages <==
cell	delay [ns]
clkdlybuf4s50_1	0.53
inv_1	0.09
ha_1	0.28
buf_4	0.36
==> layout by cell type (no fill, tap or decap) <==
cell and n:
clkdlybuf4s50_1 3, and4_2 1, or3_1 1, o21ai_0 2, edfxtp_1 33, or4b_2 1, nand3_1 12, o21ai_2 1
o41ai_1 1, nand4_1 9, nand4_2 1, clkinv_2 2, ha_1 7, nor4_1 4, and3_1 4, or4_1 16
buf_4 2, xnor2_1 1, and4_1 4, a21oi_1 20, nand2_1 8, nor2_1 13, clkbuf_1 1, clkbuf_8 5
or2_2 1, or4b_1 1, o31ai_1 16, nor3_1 2, or3_2 2, inv_1 7, xor2_1 10, and2_1 4
nor4b_1 3
==> cells by family after synthesis <==
logic type | synth area share
compound gates | 0.1207
xor+xnor | 0.04768
fa+ha+maj | 0.04334
buf+inv | 0.03468
flops | 0.4904
simple gates | 0.2632
==> cell type report <==
cell class / count / area, sq um
fill: 1019 / 7014
sequential: 33 / 991.0
inverter: 7 / 26.28
clock inverter: 2 / 10.01
multi-input combinational: 145 / 963.4
tap: 129 / 161.4
timing repair buffer: 5 / 45.04
clock buffer: 6 / 72.57
==> registers in the layout, summed over array words and instances, names as in the netlist <==
register and flops:
count 32, clk10us 1
==> power by group <==
part,total [W],leakage (nW),switching (W),internal [W]
sequential,0.000354,0.340,0.0000299,0.000324
clock,0.000186,0.0450,0.0000930,0.0000926
combinational,0.0000562,0.291,0.0000329,0.0000233
total,0.000595,0.675,0.000156,0.000440
==> through the flow <==
step                power [W]  hold WS, ns  instance area, sq um  setup WS (ns)  std cells
finish              0.0005954       0.5950                  2270          2.816        327
detailed placement  0.0004158       0.5741                  2187          2.508        319
global placement    0.0004146       0.5868                  2187          2.531        319
floorplan           0.0003919       0.5201                  2021          2.836        196
CTS                 0.0006010       0.5981                  2270          2.815        327
global route        0.0006247       0.6165                  2270          2.740        327
No activity file was given, so power comes from the tool's default toggle rates.
